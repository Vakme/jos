==> flow/design.v <==
`timescale 1ns / 1ps
module clockdiv #(parameter div = 25000000)(
    input clk,
    input rst,
    output reg slow_clk
    );
    localparam nbits = clogb2(div);
    reg [nbits-1:0] cnt;
    assign comp = (cnt == div-1);
    always @(posedge clk, posedge rst)
        if(rst)
                cnt <= {nbits{1'b0}};
        else if(comp)
                cnt <= {nbits{1'b0}};
        else
                cnt <= cnt + 1;
    always @(posedge clk, posedge rst)
        if(rst)
                slow_clk <= 1'b0;
        else if(comp)
                slow_clk <= 1'b1;
			 else
				slow_clk <= 1'b0;
    function integer clogb2;
        input reg [31:0] val;
        begin
                val = val-1;
                for(clogb2 = 0; val > 0;  clogb2 = clogb2+1)
                        val = val >> 1;
        end
    endfunction
endmodule
`timescale 1ns / 1ps
module MUX(
    input [1:0] m4out,
	input [15:0] out,
    output reg [3:0] out_4
    );
always @*
	case(m4out)
		2'b00:
			out_4 <= out[3:0];
		2'b01:
			out_4 <= out[7:4];
		2'b10:
			out_4 <= out[11:8];
		2'b11:
			out_4 <= out[15:12];
	endcase
endmodule
`timescale 1ns / 1ps
module cnt1dek(
    input clk,
    input rst,
    input en,
    output reg ovl,
    output reg [3:0] out
    );
always @(posedge clk, posedge rst)
	if(rst)
		out<=4'b0;
	else if(en)
		if(en)
			if(out==4'd9)
				out<=4'b0;
			else
				out<=out+1'b1;
always @(posedge clk, posedge rst)
	if(rst)
		ovl<=1'b0;
	else
		if(out==4'd9)
			ovl<=1'b1;
		else
			ovl<=1'b0;
endmodule
`timescale 1ns / 1ps
module cntBCD(
    input clk,
    input rst,
    input en,
    output [15:0] out
    );
localparam s = 4;
wire [s-1:0] ovl1;
wire [s:0] enn;
genvar i;
assign enn[0] = en;
generate for(i=0; i<s; i = i+1)
	begin: dek
		assign enn[i+1] = ovl1[i] & enn[i];
		cnt1dek bcd1 (clk, rst, enn[i], ovl1[i], out[4*i+3:4*i]);
	end
endgenerate
endmodule
`timescale 1ns / 1ps
module decoder(
    input [1:0] input_2,
    output reg [3:0] output_4
    );
always @*
	case(input_2)
		2'b00:
			output_4 <= 4'b1110;
		2'b01:
			output_4 <= 4'b1101;
		2'b10:
			output_4 <= 4'b1011;
		2'b11:
			output_4 <= 4'b0111;
	endcase
endmodule
`timescale 1ns / 1ps
`timescale 1ns / 1ps
module mod4clk(
    input clk,
    input rst,
    input en,
    output reg [1:0] out
    );
always @(posedge clk, posedge rst)
	if(rst)
		out<=2'b0;
	else if(en)
		out<=out+1'b1;
endmodule
`timescale 1ns / 1ps
module segment_7(
    input clk,
    input rst,
    input button,
    output [3:0] output_4,
    output [6:0] output_7
    );
wire [15:0] out;
wire [3:0] out_4;
wire [1:0] m4out;
clockdiv clock_div(clk, rst, slow_clk);
mod4clk m4clk(clk, rst, slow_clk, m4out);
decoder decod(m4out, output_4);
cntBCD cnt_bcd(clk, rst, button, out);
MUX mux(m4out, out, out_4);
transcoder transc(out_4, output_7);
endmodule
`timescale 1ns / 1ps
module transcoder(
    input [3:0] input_4,
    output [6:0] noutput_7
    );
reg [6:0] output_7 ;
always @* 
	case(input_4)
		4'b0000:
			output_7 <= 7'b0111111;  
		4'b0001:
			output_7 <= 7'b0000110;  
		4'b0010:
			output_7 <= 7'b1011011;  
		4'b0011:
			output_7 <= 7'b1001111;  
		4'b0100:
			output_7 <= 7'b1100110;  
		4'b0101:
			output_7 <= 7'b1101101;  
		4'b0110:
			output_7 <= 7'b1111101;  
		4'b0111:
			output_7 <= 7'b0000111;  
		4'b1000:
			output_7 <= 7'b1111111;  
		4'b1001:
			output_7 <= 7'b1101111;  
		default:
			output_7 <= 7'b0000000;
	endcase
assign noutput_7 = ~output_7;
endmodule
==> flow/run.sh <==
#!/bin/bash
# OpenROAD 26Q1-2900-gdf79404cd8, Yosys 0.63+post, stock flow scripts
make -C /OpenROAD-flow-scripts/flow DESIGN_CONFIG=/design/flow/config.mk WORK_HOME=/design/flow/orfs finish
==> flow/config.mk <==
export PLATFORM = sky130hd
export DESIGN_NAME = segment_7
export DESIGN_NICKNAME = segment_7
export VERILOG_FILES = /design/flow/design.v
export SDC_FILE = /design/flow/constraint.sdc
export NUM_CORES = 4
export LEC_CHECK = 1
export CORE_UTILIZATION = 30
==> flow/constraint.sdc <==
current_design segment_7

set clk_period 5.3
set clk_io_pct 0.2

create_clock -name clk0 -period $clk_period [get_ports {clk}]

set non_clock_inputs [all_inputs -no_clocks]
set_input_delay [expr $clk_period * $clk_io_pct] -clock clk0 $non_clock_inputs
set_output_delay [expr $clk_period * $clk_io_pct] -clock clk0 [all_outputs]
==> impl_metrics.csv <==
group,metric,value,unit
outcome,status,"completed",
logic_synthesis,largest_area_cell,"dfrtp_1",
drt,drtIter0Drc,56,
pwr,leakagePower,1.29,nW
grt,grt_pass1_wl,7650,µm
setup_path,path_buffers,2,
timing,fin_tns_setup,0,ns
timing,worst_hold_slack,0.491,ns
drt,drt-pass1-iter-count,4,
clock_tree,cts_root_buf,"clkbuf_8",
place,port_buffers,13,
timing,setup_ws,1.32,ns
drt,drc,0,
clock_tree,cts_tree,"built",
logic_synthesis,synth_dominant_cell_count,"dfrtp_1",
floorplanning,die_y,93.2,µm
timing,tightest_slew,0.880,ns
clock_tree,postCtsHoldBufs,0,
clock_tree,cts_max_level,2,
logic_synthesis,synth-edff-count,0,
logic_synthesis,yosys_most_used_dff,"dfrtp_1",
clock_tree,numCtsBuffers,5,
timing,hold_violations,0,
setup_path,cp-startpoint,"m4clk.out[0]",
logic_synthesis,synth_async_sr_flop_share,100,%
timing,fin_crit,3.98,ns
clock_tree,cts_num_sinks,47,
logic_synthesis,top_area_share,47.2,%
floorplanning,fp_util,31.6,%
setup_path,r2r_cells,5,
grt,grt_start_max_net_pins,48,
logic_synthesis,ys_top_cells_by_area,"dfrtp_1, ha_1, xnor2_1",
setup_path,max_stage_delay,0.71,ns
floorplanning,dieWidth,93.2,µm
clock_tree,ctsResizeCount,0,
timing,fin_crit_sh,75.2,%
layout,final_area,2870,µm²
timing,grt_setup_unrepaired,"false",
place,dp_hpwl,2950,µm
setup_path,r2r_end,"clock_div.cnt[1]",
drt,totalWireLength,4250,µm
floorplanning,core.rowCount,32,
pwr,p_total,0.998,mW
setup_path,crit_fanout,10,
timing,fin_worst_skew,0.00922,ns
pwr,p_per_area,348,nW/µm²
place,place_area,2730,µm²
clock_tree,clockBufferDepth,2,
drt,antenna_cells,0,
place,place_congestion,0.764,
layout,drive_gt1_share,7.49,%
setup_path,cp.depth,7,
grt,track_usage,11.0,%
flow_run,drv_cap,0,
timing,setup_violations,0,
setup_path,crit_path_start_kind,"flop",
layout,synthToLayoutAreaGrowth,15.2,%
grt,antenna_found_initial,0,
logic_synthesis,yosys_warnings,8,
logic_synthesis,common_cells,"dfrtp_1, a21oi_1, inv_1",
logic_synthesis,yosysSeqAreaShare,47.2,%
layout,fin_cells,369,
logic_synthesis,syn_area,2490,µm²
setup_path,crit_path_top_delay_cell,"mux2i_1",
floorplanning,core_area,7890,µm²
timing,fmax,251,MHz
logic_synthesis,yosysCellCount,250,
setup_path,critical_path.top_delay_family,"multiplexers",
setup_path,worstSetupEndpoint,"output_7[4]",
setup_path,endpoint_kind,"primary output",
timing,final_max_slew_viol_count,0,
pwr,peakVddDrop,0.147,mV
drt,vias,1797,
timing,slew_headroom,39.6,%
drt,viasPerCell,4.87,
setup_path,worstReg2RegStart,"clock_div.cnt[15]",
logic_synthesis,ys_chip_area,2490,µm²
setup_path,crit_chain,"inv_1, ha_1, a222oi_1, mux2i_1, mux2_2, a21oi_1, clkdlybuf4s50_1",
clock_tree,post_cts_buffers,0,
drt,wire_per_inst,11.5,µm
floorplanning,ios,14,
floorplanning,dieArea,8680,µm²
place,place_ws,1.65,ns
layout,final_core_util,36.4,%
flow_run,warnings,32,
logic_synthesis,avgSynthCellArea,9.97,µm²
drt,antenna_left,0,
setup_path,cp.arrival,2.92,ns
setup_path,rrSetupSlack,2.79,ns
hold_path,hold_class,"reg2reg",
setup_path,worstPathRequired,4.24,ns
grt,grt_pass1_vias,1679,
logic_synthesis,synthDistinctLibCells,37,
place,dp_cells,361,
setup_path,critPathKind,"reg2out",
logic_synthesis,syn_inst,250,
logic_synthesis,synth-seq-cells,47,
clock_tree,clk_latency,0.30,ns
clock_tree,path_clk_slew,0.09,ns
grt,grt_overflow_total,0,
hold_path,worst_hold_path.num_cells,1,
-- cell usage in the layout (no fill, tap or decap), types with 2 or more instances in the layout --
cell type / n
a21oi_1: 19
xor2_1: 10
or4_1: 8
nor2_1: 11
xnor2_1: 12
o22ai_1: 3
a21o_1: 4
clkbuf_8: 5
nor3_1: 8
mux2i_1: 6
mux2_2: 5
dfrtp_1: 47
nand2b_1: 2
inv_1: 18
o31ai_1: 5
o21ai_0: 10
nand4_1: 6
nor4_1: 3
nor2b_1: 5
nand2_1: 18
or3_1: 4
ha_1: 10
bufinv_16: 2
nand3_1: 12
buf_4: 2
clkdlybuf4s50_1: 13
and3_1: 4
a222oi_1: 4
-- report_power, final --
part           switching (mW)  internal (mW)  total [mW]
Sequential             0.0343          0.385       0.419
Combinational           0.111          0.162       0.273
Clock                   0.118          0.188       0.306
-- state kept, by name, indices dropped and copies added, names as in the netlist --
name	cells
clock_div.cnt	25
cnt_bcd.dek.bcd1.out	16
cnt_bcd.dek.bcd1.ovl	3
m4clk.out	2
clock_div.slow_clk	1
-- cell families after synthesis --
family                     after synthesis  share of synthesized area [%]
AOI/OAI and AO/OA                       45                           10.9
xor gates and xnor gates                22                           7.73
adders and majority gates               10                           5.02
buffers and inverters                   26                           4.27
DFF                                     47                           47.2
muxes                                   11                           4.67
and+or+nand+nor                         89                           20.2
-- cell type report --
type / instances / area [µm²]
fillers: 754 / 5020
multi-input cells: 177 / 1210
flip-flops and latches: 47 / 1180
repair buffers: 15 / 145
well taps: 102 / 128
inverters: 20 / 75.1
clock buffers: 5 / 68.8
clock inverters: 3 / 67.6
-- routing by layer --
metal	vias to the layer above	share of wire [%]	track usage, %
li1	919	-	-
met4	0	0.82	1.15
met3	5	3.6	2.23
met1	846	52	17.2
met2	27	44	16.7
met5	-	0	0
-- worst min path at each step --
stage	startpoint	endpoint	slack [ns]
final	clock_div.cnt[23]	clock_div.cnt[23]	0.49
after global routing	clock_div.cnt[23]	clock_div.cnt[23]	0.51
after CTS	clock_div.slow_clk	m4clk.out[0]	0.50
Power figures rest on the tool's default switching activity, not on a simulated workload.
