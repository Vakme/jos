===== flow/config.mk =====
export PLATFORM = sky130hd
export DESIGN_NAME = blinkled
export DESIGN_NICKNAME = blinkled
export VERILOG_FILES = /design/flow/design.v
export SDC_FILE = /design/flow/constraint.sdc
export NUM_CORES = 4
export LEC_CHECK = 1
export CORE_UTILIZATION = 30

===== flow/constraint.sdc =====
current_design blinkled

set clk_period 4.2
set clk_io_pct 0.2

create_clock -name clk0 -period $clk_period [get_ports {clk}]

set non_clock_inputs [all_inputs -no_clocks]
set_input_delay [expr $clk_period * $clk_io_pct] -clock clk0 $non_clock_inputs
set_output_delay [expr $clk_period * $clk_io_pct] -clock clk0 [all_outputs]

===== flow/design.v =====
`timescale 1ns / 1ps
module clockdiv #(parameter div = 25000000)(
    input clk,
    input rst,
    output reg slow_clk
    );
    localparam nbits = clogb2(div);
    reg [nbits-1:0] cnt;
    assign comp = (cnt == div-1);
    always @(posedge clk, posedge rst)
        if(rst)
                cnt <= {nbits{1'b0}};
        else if(comp)
                cnt <= {nbits{1'b0}};
        else
                cnt <= cnt + 1;
    always @(posedge clk, posedge rst)
        if(rst)
                slow_clk <= 1'b0;
        else if(comp)
                slow_clk <= 1'b1;
			 else
				slow_clk <= 1'b0;
    function integer clogb2;
        input reg [31:0] val;
        begin
                val = val-1;
                for(clogb2 = 0; val > 0;  clogb2 = clogb2+1)
                        val = val >> 1;
        end
    endfunction
endmodule
`timescale 1ns / 1ps
module blinkled(
    input clk,
    input rst,
    input start,
    output [7:0] leds
    );
clockdiv clock_divider(clk, rst, slow_clk);
fsm controler(slow_clk, rst, start, imp3);
shreg register(slow_clk, rst, imp3, leds);
endmodule
`timescale 1ns / 1ps
module fsm(
    input clk,
    input rst,
    input start,
    output imp3
    );
 reg [1:0] st, nst;
 localparam idle = 2'b00, s0 = 2'b01, s1 = 2'b10, s2 = 2'b11;
assign imp3 = (st == idle) ? 1'b0 : 1'b1;
 always @(posedge clk, posedge rst)
        if(rst)
                st <= 2'b0;
        else
                st <= nst;
always @*
        case(st)
                idle: 
                        if(start) nst = s0; 
                        else nst = idle;
                s0: 
                        nst = s1;
                s1:
                        nst = s2;
                s2:
                        nst = idle;
        endcase
endmodule
`timescale 1ns / 1ps
module shreg(
    input clk,
    input rst,
    input sin,
    output reg [7:0] pout
    );
always @(posedge clk, posedge rst)
        if(rst)
                pout <= 8'b0;
        else
                pout <= {pout[6:0], sin};
endmodule

===== flow/run.sh =====
#!/bin/bash
# OpenROAD 26Q1-2900-gdf79404cd8, Yosys 0.63+post, stock flow scripts
make -C /OpenROAD-flow-scripts/flow DESIGN_CONFIG=/design/flow/config.mk WORK_HOME=/design/flow/orfs finish

==> run_results.csv <==
group,metric,value,unit
outcome,run_status,"completed",
floorplanning,initial_standard_cell_utilization_of_the_core,0.320,
hold_path,hold_class,"reg -> reg",
cts,cts_max_path_buffers,2,
final_timing,final-hold-violation-count,0,
power_and_ir_drop,power.leakage,0.818,nW
global_route,global_route.overflow_total,0,
place,gp_congestion,0.848,
setup_path,critical_path.cell_chain,"ha_1 > and2_1 > nand2_1 > nor4_4 > nor2_1",
cts,clkTransAtPathRegs,90,ps
global_route,antenna_found_initial,0,
final_timing,fin_crit,1990,ps
final_timing,untimed_endpoints,20,
synth,syn-mean-instance-area,11.6,µm²
final_layout,drive_gt1_frac,0.109,
cts,cts.repair_timing.setup_buffer_count,0,
global_route,grtUsageTotal,0.110,
setup_path,timing.critical_path.slowest_stage_cell,"nor4_4",
synth,yosysWarnings,6,
synth,ys_cells,145,
place,numPortBuffers,10,
floorplanning,die_w,76.8,µm
place,placedCellCount,222,
floorplanning,boundaryPins,11,
synth,ys_seq_share,0.567,
final_layout,most-common-layout-cells,"37 x dfrtp_1, 10 x clkdlybuf4s50_1, 9 x nand2_1, 9 x o21ai_0",
flow_run,maxCapViolCount,0,
cts,numCtsBuffers,3,
global_route,wire_length_of_the_first_global_routing_pass,5180,µm
final_timing,finalSetupViolations,0,
synth,yosysChipArea,0.00168,mm²
power_and_ir_drop,vdd_ir_drop_max,135,µV
final_layout,areaGrowthSynthToFinish,14.2,%
detailed_routing,drt-vias-per-instance,4.96,
cts,cts_tree,"done",
cts,insertion_delay,270,ps
setup_path,crit_type,"reg -> reg",
place,dp_hpwl,2090,µm
synth,postSynthRegisterBits,38,
detailed_routing,drt.antenna.violating_nets,0,
synth,post_synth_instance_area,0.00168,mm²
floorplanning,core_area,0.00524,mm²
detailed_routing,count_of_routing_violations_after_the_opening_detailed_route_iteration,58,
setup_path,setup.worst_path.end_class,"register",
floorplanning,die_h,76.8,µm
final_layout,final_cell_count_no_fill,226,
synth,post_synth_inst_count,145,
floorplanning,fp-row-count,26,
setup_path,critical_path.startpoint_type,"register",
final_timing,grt_setup_unrepaired,"no",
global_route,largest_net_degree_at_the_start_of_global_routing,39,
final_timing,worstMarginPinSlew,772,ps
detailed_routing,antenna-diode-count,0,
synth,synth.distinct_cells,40,
cts,cts-resized-gates,0,
setup_path,cpPeakStageDelay,730,ps
final_timing,setup-tns-final,0,ps
setup_path,critical_path.max_fanout,14,
detailed_routing,firstDrtPassIters,4,
detailed_routing,drt_drc_violations_left,0,
final_timing,number_of_pins_exceeding_their_max_slew_limit_in_the_final_report,0,
global_route,first_global_vias,1091,
cts,h-tree-depth,1,
final_timing,slew_headroom,0.481,
power_and_ir_drop,power_density,242,mW/mm²
final_timing,finalClockPeriodUsage,0.473,
flow_run,warning_count,25,
final_timing,worst_clk_skew,5.27,ps
final_layout,final_layout_top_logic_cell,"dfrtp_1",
setup_path,critical_path_arrival,2110,ps
final_timing,unclocked_regs,12,
setup_path,crit_required,4320,ps
floorplanning,die-area,0.00590,mm²
cts,holdBufCountCts,0,
detailed_routing,postRouteWirelength,2960,µm
cts,clock_tree.root_cell,"clkbuf_8",
detailed_routing,drt-wirelength-per-cell,13.1,µm
final_timing,max_freq,503,MHz
detailed_routing,route.vias.total,1121,
report_power, final:
part           internal [mW]  switching [mW]  total [mW]
logic                0.00236         0.00708     0.00944
registers              0.250               0       0.250
clock network          0.127          0.0778       0.205
total                  0.380          0.0849       0.465
worst paths after layout:
| check | cells past startpoint | endpoint | slack, ps | from |
|---|---|---|---|---|
| worst max-delay path | 5 | clock_divider.cnt[11] | 2210 | clock_divider.cnt[0] |
| worst min-delay path | 1 | clock_divider.cnt[4] | 490 | clock_divider.cnt[4] |
| worst max register to register | 5 | clock_divider.cnt[11] | 2210 | clock_divider.cnt[0] |
| worst min register to register | 1 | clock_divider.cnt[4] | 490 | clock_divider.cnt[4] |
| max in group asynchronous | 3 | clock_divider.cnt[6] | 2890 | rst |
| min in group asynchronous | 3 | clock_divider.cnt[22] | 980 | rst |
metrics by stage:
step / hold WS [ps] / utilization / area (µm²) / power [mW] / worst slack, ps
after floorplan: 438 / - / 1680 / 0.261 / 2500
after global placement: 470 / 0.352 / 1850 / 0.265 / 2250
after detailed placement: 466 / 0.352 / 1850 / 0.265 / 2240
after CTS: 483 / 0.366 / 1920 / 0.472 / 2210
after global routing: 519 / 0.366 / 1920 / 0.482 / 2040
final: 485 / 0.366 / 1920 / 0.465 / 2210
cells in the mapped netlist:
cell type	count	area (µm²)
a21oi_1	6	30.0
a21oi_2	1	8.76
a31oi_1	4	25.0
and2_0	1	6.26
and2_1	6	37.5
and2_2	1	7.51
and2_4	1	8.76
and3_1	4	25.0
and3_2	1	7.51
and3_4	1	11.3
and4_1	5	43.8
and4_2	2	20.0
buf_2	1	5.00
buf_4	1	7.51
buf_6	1	11.3
clkbuf_1	1	3.75
dfrtp_1	37	926
dfstp_2	1	26.3
ha_1	1	12.5
inv_1	2	7.51
nand2_1	9	33.8
nand2_2	1	6.26
nand3_1	8	40.0
nand4_1	5	31.3
nand4_4	1	21.3
nand4b_1	3	26.3
nor2_1	5	18.8
nor2b_1	2	12.5
nor3b_1	1	7.51
nor4_1	1	6.26
nor4_4	1	21.3
nor4b_1	1	8.76
o21ai_0	9	45.0
o21bai_1	1	7.51
o2bb2ai_1	1	8.76
o31ai_1	1	7.51
or3_1	3	18.8
or4_4	1	11.3
xnor2_1	8	70.1
xor2_1	5	43.8
sequential cells by signal, summed over array words and instances, names as in the netlist:
name and flops:
clock_divider.cnt 25, clock_divider.slow_clk 1, controler.st 4, register.pout 8
critical path, delay by kind of cell, from the launching register on:
family | cells | cell delay (ps)
fa+ha+maj | 1 | 230
flops | 1 | 420
simple gates | 4 | 1180
area by class of cell:
cell class              count  area, µm²
flip-flops and latches     38        952
clock inverters             1       30.0
clock buffers               3       41.3
inverters                   2       7.51
fillers                   502       3320
multi-input cells         101        691
repair buffers             11        108
well taps                  70       87.6
per-layer routing:
layer  vias to the layer above  track usage  part of all wire  routed length (µm)
met2                        30        0.165              0.42                1260
met1                       536        0.181              0.53                1560
met5                         -            0                 0                   0
li1                        551            -                 -                   -
met3                         4      0.00967             0.038                 112
met4                         0       0.0173             0.010                  31
cells by family after synthesis:
kind of cell / Yosys count / share of synthesized area
flip-flops: 38 / 0.567
adder cells (fa/ha/maj): 1 / 0.00746
buffers and inverters: 6 / 0.0209
AND/OR/NAND/NOR: 64 / 0.257
XOR/XNOR: 13 / 0.0679
AND-OR/OR-AND: 23 / 0.0790
Power figures rest on the tool's default switching activity, not on a simulated workload.
